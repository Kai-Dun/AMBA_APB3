==> design.v <==
module APB_MASTER
#(
parameter ADDR_WIDTH = 4, 
parameter DATA_WIDTH = 4  
)
(
	pclk,
	presetn,
	apb_pwrite,
	apb_paddr,
	apb_pwdata,
	apb_prdata,
	apb_pready,
	pwrite,
	paddr,
	pwdata,
	psel1,
	psel2,
	penable,
	prdata,
	pready
);
input pclk, presetn;
input apb_pwrite;
output pwrite;
input [ADDR_WIDTH - 1 : 0] apb_paddr;
output [ADDR_WIDTH - 1 : 0] paddr;
input [DATA_WIDTH - 1 : 0] prdata, apb_pwdata;
output [DATA_WIDTH - 1 : 0] pwdata, apb_prdata;
input pready;
output apb_pready;
output psel1, psel2;
output reg penable;
reg [ADDR_WIDTH - 1 : 0] apb_paddr_r;
reg [DATA_WIDTH - 1 : 0] pwdata_r;
reg apb_pwrite_r;
wire transfer;
reg transfer_r;
reg pready_r;
wire psel;
always@(posedge pclk, negedge presetn)begin
	if(~presetn) begin
		apb_paddr_r <= 0;
		pwdata_r <= 0;
		apb_pwrite_r <= 0;
	end
	else begin
		apb_paddr_r <= apb_paddr;
		apb_pwrite_r <= pwrite;
		if(apb_pwrite)  
			pwdata_r <= pwdata;
	end
end
assign transfer = (apb_paddr != apb_paddr_r | apb_pwrite != apb_pwrite_r | pwdata != pwdata_r); 
always@(posedge pclk, negedge presetn)begin
	if(~presetn) 
		transfer_r <= 0;
	else begin
		if(~pready)
			transfer_r <= transfer_r ^ transfer;
		else
			transfer_r <= 0;
	end
end
always@(posedge pclk, negedge presetn)begin
	if(~presetn) 
		pready_r <= 0;
	else begin
		pready_r <= pready;
	end
end
assign psel = (transfer | transfer_r);  
assign psel1 = psel & (~paddr[ADDR_WIDTH - 1]); 
assign psel2 = psel & (paddr[ADDR_WIDTH - 1]); 
always@(posedge pclk, negedge presetn)begin
	if(~presetn) 
		penable <= 0;
	else begin
		if(pready)
			penable <= 0;
		else
			penable <= psel;
	end
end
assign paddr = apb_paddr;
assign pwdata = apb_pwdata;
assign apb_prdata = prdata;
assign apb_pready = pready;
assign pwrite = apb_pwrite;
endmodule 
==> run.sh <==
#!/bin/bash
# OpenROAD 26Q1-2900-gdf79404cd8, Yosys 0.63+post, stock flow scripts
make -C /OpenROAD-flow-scripts/flow DESIGN_CONFIG=/design/flow/config.mk WORK_HOME=/design/flow/orfs finish
==> config.mk <==
export PLATFORM = sky130hd
export DESIGN_NAME = APB_MASTER
export DESIGN_NICKNAME = APB_MASTER
export VERILOG_FILES = /design/flow/design.v
export SDC_FILE = /design/flow/constraint.sdc
export NUM_CORES = 4
export LEC_CHECK = 1
export CORE_AREA = 10 10 70 70
export DIE_AREA = 0 0 80 80
==> constraint.sdc <==
current_design APB_MASTER

set clk_period 2.9
set clk_io_pct 0.2

create_clock -name clk0 -period $clk_period [get_ports {pclk}]

set non_clock_inputs [all_inputs -no_clocks]
set_input_delay [expr $clk_period * $clk_io_pct] -clock clk0 $non_clock_inputs
set_output_delay [expr $clk_period * $clk_io_pct] -clock clk0 [all_outputs]
==> notes.md <==
Figures from the implementation reports.

- The number of max-cap violations reads 0.
- The average cell area after synthesis is roughly 12 um2.
- The final critical path takes up 94.8% of the cycle.
- The count of port buffers added during placement reads 24.
- The count of buffering cells on the critical path with inverters included reads 2.
- The final setup violation count reads 0.
- The fmax is 0.364 GHz.
- The startpoint type of the worst setup path reads a primary input.
- The aggregate global-route resource usage reads about 4%.
- The number of fillers in the final layout is between 300 and 400.
- Hold analysis lists the worst path endpoint as pwdata_r[0]$_DFFE_PN0P_.
- The main area contributors are dfrtp_1, buf_4, xnor2_1, mux2_2, xor2_1.
- The kind of end point of the critical path is an output pin.
- The combined area of all synthesized cells is between 500 and 600 um2.
- The critical setup path kind reads in -> out.
- The run finished with clean final reports.
- Sorting the synthesized cells by how often they occur yields buf_4, dfrtp_1, xnor2_1.
- Looking at the clock tree report, the maximum root-to-sink buffer count equals 2.
- On the final layout, the worst clock skew is 3.75 ps.
- The clock sink count reads 11.
- The clock-pin slew reported for the worst setup and hold paths after clock tree synthesis reads 60 ps.
- The wire length of the first global-routing pass reads approximately 2.1 mm.
- The cell type with the largest total area is dfrtp_1.
- The total negative setup slack is 0 ps.
- The die height is about 80 um.
- The total antenna diodes in the routed design reads 0.
- The post-detailed-route via-to-cell ratio is roughly 3.1.
- The total die size is ~0.0064 mm2.
- The leakage dissipation is 0.360 nW.
- The wire length recorded after detailed routing is between 1 and 1.5 mm.
- The die span in x reads around 80 um.
- The setup slack on the worst flop-to-flop path reads about 1400 ps.
- The number of buffers added by the clock tree synthesis step reads 3.
- The total cell area reported by yosys after synthesis is between 500 and 600 um2.
- The proportion of layout cells with a drive suffix above 1 is ~22%.
- In the log, the iteration count for the first detailed-route pass is 2.
- The main flop type is dfrtp_1.
- Setup repair after global routing left no endpoint under its margin.
- The number of antenna violations at the first check in global routing is 0.
- The number of flops mapped to enable cells by yosys is 0.
- The number of DRC markers after the initial detailed-route iteration is 9.
- The TritonCTS clock tree reads yes.
- In the final report, the number of hold violations comes to 0.
- The area growth from synthesis to layout is 47.7%.
- The DRC violations left is 0.
- The total cells reported by yosys after synthesis is 47.
- The origin of the worst min-delay path reads pwdata_r[0]$_DFFE_PN0P_.
- The remaining global-route overflow reads 0.
- 33 I/O pins were placed.
- The slew at the pin closest to its max-slew limit reads 484 ps.
- The power consumption reads 0.336 mW.
- The area of all sequential standard cells is around 280 um2.
- The sequential cell area fraction in the yosys report reads 48.8%.
- The first element of the critical path is apb_paddr[3].
- The number of warning messages in the logs reads 25.
- The family with the most delay on the worst path reads buffers and inverters.
- The final weighted congestion in routability-driven placement reads approximately 0.7.
- The delay contributed by the slowest stage of the critical path is between 400 and 500 ps.
- The peak ir drop on the vdd network is around 0.00015 V.
- The data required time of the critical path is between 2000 and 2500 ps.
- The async set-or-reset flop fraction in the synthesized netlist is ~100%.
- The capture point of the worst reg-to-reg path reads transfer_r$_DFF_PN0_.
- The via count of the routed design reads around 350.
- The warning count from the yosys run is 1.
- The largest net degree at the start of global routing is 12.
- The most repeated cell in the gate-level netlist after synthesis reads buf_4.
- CTS built an H-tree with a depth of 1.
- The start of the worst register-to-register path is pwdata_r[3]$_DFFE_PN0P_.
- For reference, the critical path cell chain is clkdlybuf4s50_1 -> xor2_1 -> nor4_2 -> ha_2 -> nor2b_1 -> clkdlybuf4s50_1.
- Before placement the cells fill between 15 and 20% of the core.
- The number of max-slew violations in the final report is 0.
- After floorplanning, the core was sized to cover about 0.0034 mm2.
- In the synthesized netlist, the number of instances is 47.
- The cell area reported after detailed placement is just under 800 um2.
- Data arrives at the worst endpoint at roughly 2200 ps.
- After floorplanning, the core was divided into 21 placement rows.
- The half-perimeter wire length of the detailed placement result is 1.07 mm.
- The max-slew headroom at the worst pin reads roughly 68%.
- In the final layout, the multi-input gates occupy about 180 um2.
- The average wire per cell in the routed design is 11.3 um.
- The slowest cell on the critical path reads clkdlybuf4s50_1.
- The report puts the hold buffer count at CTS at 0.
- The minimum clock period after layout reads ~2800 ps.
- The largest fanout of any net on the critical path is 3.
- The register bit total from synthesis is 11.
- In the hold timing report, the worst path depth is 1.
- The final standard cell area without fillers reads between 800 and 900 um2.
- The via count of the first global-routing pass is 404.
- The tally of unique sky130hd cells used after synthesis reads 12.
- The total power divided by cell area reads 404 mW/mm2.
- Counting stages on the worst path, the most repeated cell is clkdlybuf4s50_1.
- The count of antenna-violating nets left after detailed routing is 0.
- CTS placed an instance of clkbuf_4 at the clock tree root.
- The class of the worst hold path reads reg -> reg.
- For the worst flop-to-flop path, the logic depth is 5.
- The proportion of netlist area held by the largest area contributor reads 48.8%.
- The insertion delay of the later-clocked pin in the worst-skew pair is roughly 260 ps.
==> power breakdown <==
group	internal (mW)	switching [mW]	leakage [nW]
clock	0.0531	0.0461	0.0150
sequential	0.164	0.00530	0.129
combinational	0.0459	0.0219	0.216
total	0.263	0.0732	0.360
==> worst max-delay path by stage <==
| stage | endpoint | slack [ps] | cells past startpoint |
|---|---|---|---|
| 6_report | psel2 | 150 | 6 |
| 5_1_grt | psel2 | 60 | 6 |
| 4_1_cts | psel2 | 60 | 7 |
==> metrics by stage <==
step,setup slack [ps],util [%],hold WS (ps),cells
finish,149,24.4,532,113
global route,56.3,24.4,559,113
CTS,63.0,24.0,535,112
detailed placement,5.88,23.3,520,108
global placement,32.4,23.3,510,108
floorplan,1090,-,284,47
==> cell usage in the layout (no fill, tap or decap), drive strengths merged <==
| cell type | Yosys | layout |
|---|---|---|
| clkbuf | 0 | 4 |
| dlygate4sd2 | 0 | 4 |
| nand4 | 1 | 1 |
| mux2 | 4 | 4 |
| nor4 | 1 | 1 |
| nor2 | 2 | 2 |
| clkdlybuf4s50 | 0 | 17 |
| dlymetal6s2s | 0 | 3 |
| xor2 | 2 | 2 |
| nand3 | 1 | 1 |
| ha | 1 | 1 |
| xnor2 | 7 | 7 |
| buf | 14 | 6 |
| dfrtp | 11 | 11 |
| inv | 1 | 1 |
| nor2b | 2 | 2 |
==> registers in the layout, indices dropped and copies added (netlist names) <==
register	flops
apb_paddr_r	4
pwdata_r	4
penable	1
transfer_r	1
apb_pwrite_r	1
==> cell type report <==
cell class,instances,share of cell area [%]
multi-input combinational,21,21.9
tap,46,6.91
timing repair buffer,30,34.5
inverter,1,0.450
sequential,11,33.0
clock buffer,4,3.15
==> logic make-up (layout without fill, tap and decap cells) <==
logic type | Yosys count | after routing | share of synthesized area, %
buf+inv | 15 | 35 | 19.3
xor+xnor | 9 | 9 | 14.0
flops | 11 | 11 | 48.8
simple gates | 7 | 7 | 7.76
fa+ha+maj | 1 | 1 | 2.22
mux | 4 | 4 | 7.98
==> timing repair <==
| action | CTS | global route |
|---|---|---|
| gates resized | 5 | 3 |
| setup endpoints to repair | 1 | 1 |
| pin swaps | 3 | 2 |
| setup buffers | 0 | 1 |
==> metal layers <==
layer	GRT usage (%)	vias up	routed length [um]
li1	-	179	-
met1	5.62	150	588
met2	5.22	23	501
met3	2.50	0	184
met4	0.880	0	0
met5	0	-	0
No activity file was given, so power comes from the tool's default toggle rates.
